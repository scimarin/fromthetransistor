==> ./config.mk <==
export PLATFORM = sky130hd
export DESIGN_NAME = alu
export DESIGN_NICKNAME = alu
export VERILOG_FILES = /design/flow/design.v
export SDC_FILE = /design/flow/constraint.sdc
export NUM_CORES = 4
export LEC_CHECK = 1
export CORE_UTILIZATION = 30
==> ./constraint.sdc <==
current_design alu

set clk_period 19.9
set clk_io_pct 0.2

create_clock -name clk0 -period $clk_period

set non_clock_inputs [all_inputs -no_clocks]
set_input_delay [expr $clk_period * $clk_io_pct] -clock clk0 $non_clock_inputs
set_output_delay [expr $clk_period * $clk_io_pct] -clock clk0 [all_outputs]
==> ./design.v <==
module alu(
    input wire [3:0] opcode,
    input wire [31:0] a,  
    input wire [31:0] b,  
    input wire carry_in,
    output logic signed [31:0] result,
    output logic [3:0] nzvc
);
    logic [31:0] a_compl, b_compl, temp;
    logic carry_out;
    always @ (*) begin
        a_compl = (~a + 32'h00000001);
        b_compl = (~b + 32'h00000001);
        case (opcode)
            4'b0000: begin: AND
                nzvc = 4'b0000;
                result = a & b;
                nzvc[3] = result[31];
                nzvc[2] = result == 0 ? 1'b1 : 1'b0;
            end
            4'b0001: begin: EOR
                nzvc = 4'b0000;
                result = a ^ b;
                nzvc[3] = result[31];
                nzvc[2] = result == 0 ? 1'b1 : 1'b0;
            end
            4'b0010: begin: SUB
                nzvc = 4'b0000;
                {carry_out, result} = a + b_compl;
                nzvc[3] = result[31];
                nzvc[2] = result == 0 ? 1'b1 : 1'b0;
                nzvc[1] = carry_out ^ a[31] ^ b_compl[31] ^ result[31];
                nzvc[0] = carry_out;
            end
            4'b0011: begin: RSB
                nzvc = 4'b0000;
                {carry_out, result} = b + a_compl;
                nzvc[3] = result[31];
                nzvc[2] = result == 0 ? 1'b1 : 1'b0;
                nzvc[1] = carry_out ^ b[31] ^ a_compl[31] ^ result[31];
                nzvc[0] = carry_out;
            end
            4'b0100: begin: ADD
                nzvc = 4'b0000;
                {carry_out, result} = a + b;
                nzvc[3] = result[31];
                nzvc[2] = result == 0 ? 1'b1 : 1'b0;
                nzvc[1] = carry_out ^ a[31] ^ b[31] ^ result[31];
                nzvc[0] = carry_out;
            end
            4'b0101: begin: ADC
                nzvc = 4'b0000;
                {carry_out, result} = a + b + carry_in;
                nzvc[3] = result[31];
                nzvc[2] = result == 0 ? 1'b1 : 1'b0;
                nzvc[1] = carry_out ^ a[31] ^ b[31] ^ result[31];
                nzvc[0] = carry_out;
            end
            4'b0110: begin: SBC
                nzvc = 4'b0000;
                {carry_out, result} = a + b_compl - 1 + carry_in;
                nzvc[3] = result[31];
                nzvc[2] = result == 0 ? 1'b1 : 1'b0;
                nzvc[1] = carry_out ^ a[31] ^ b_compl[31] ^ result[31];
                nzvc[0] = carry_out;
            end
            4'b0111: begin: RSC
                nzvc = 4'b0000;
                {carry_out, result} = b + a_compl + 1 - carry_in;
                nzvc[3] = result[31];
                nzvc[2] = result == 0 ? 1'b1 : 1'b0;
                nzvc[1] = carry_out ^ b[31] ^ a_compl[31] ^ result[31];
                nzvc[0] = carry_out;
            end
            4'b1000: begin: TST  
                nzvc = 4'b0000;
                result = 32'hXXXXXXXX;
                temp = a & b;
                nzvc[3] = temp[31];
                nzvc[2] = temp == 0 ? 1'b1 : 1'b0;
            end
            4'b1001: begin: TEQ  
                nzvc = 4'b0000;
                result = 32'hXXXXXXXX;
                temp = a ^ b;
                nzvc[3] = temp[31];
                nzvc[2] = temp == 0 ? 1'b1 : 1'b0;
            end
            4'b1010: begin: CMP
                nzvc = 4'b0000;
                result = 32'hXXXXXXXX;
                {carry_out, temp} = a + b_compl;
                nzvc[3] = temp[31];
                nzvc[2] = temp == 0 ? 1'b1 : 1'b0;
                nzvc[1] = carry_out ^ a[31] ^ b_compl[31] ^ temp[31];
                nzvc[0] = carry_out;
            end
            4'b1011: begin: CMN
                nzvc = 4'b0000;
                result = 32'hXXXXXXXX;
                {carry_out, temp} = a + b;
                nzvc[3] = temp[31];
                nzvc[2] = temp == 0 ? 1'b1 : 1'b0;
                nzvc[1] = carry_out ^ a[31] ^ b[31] ^ temp[31];
                nzvc[0] = carry_out;
            end
            4'b1100: begin: ORR
                nzvc = 4'b0000;
                result = a | b;
                nzvc[3] = result[31];
                nzvc[2] = result == 0 ? 1'b1 : 1'b0;
            end
            4'b1101: begin: MOV
                nzvc = 4'b0000;
                result = b;
                nzvc[3] = result[31];
                nzvc[2] = result == 0 ? 1'b1 : 1'b0;
            end
            4'b1110: begin: BIC
                nzvc = 4'b0000;
                result = a & (~b);
                nzvc[3] = result[31];
                nzvc[2] = result == 0 ? 1'b1 : 1'b0;
            end
            4'b1111: begin: MVN
                nzvc = 4'b0000;
                result = ~b;
                nzvc[3] = result[31];
                nzvc[2] = result == 0 ? 1'b1 : 1'b0;
            end
            default: result = 32'hXXXXXXXX;
        endcase
    end
endmodule
==> ./run.sh <==
#!/bin/bash
# OpenROAD 26Q1-2900-gdf79404cd8, Yosys 0.63+post, stock flow scripts
make -C /OpenROAD-flow-scripts/flow DESIGN_CONFIG=/design/flow/config.mk WORK_HOME=/design/flow/orfs finish
==> impl_metrics.ini <==
; generated from flow reports
[pwr]
comb_power_share_pct = 100.0
clkPwrFrac_pct = 0
p_leak_nw = 6.773
p_switching_uw = 596.1
swShare_pct = 64.33
internal-power_uw = 330.5
p_seq_share_pct = 0
ir_drop_v = 0.00001796
power.density_nw_per_um2 = 53.47

[floorplanning]
core_util_floorplan_pct = 30.56
core_area_um2 = 50480
pin_count = 105
rows = 82
die_w_um = 228.8
dieArea_um2 = 52340
die_h_um = 228.8

[sta]
rsz0062_at_grt = no
max_freq_ghz = 0.06279
slew_violations = 0
period_needed_ns = 15.93
finalHoldViolCount = 0
fin_crit_sh_pct = 80.04
fin_ws_ns = 3.973
worst_slew_pin_slew_ns = 0.9365
setup_violations = 0
relSlewSlack_pct = 37.12
tns_ns = 0

[min_path]
min-delay-path-class = in2out
min-delay-start = opcode[3]

[route]
num_vias = 18839
drc = 0
diodes = 0
wl_per_cell_um = 27.73
dr.first_iter.drc_count = 2417
drtAntennaViolNets = 0
firstDrtPassIters = 6
wl_mm = 83.42
viasPerCell = 6.263

[worst_setup_path]
crit_path_end_kind = primary output
setup.worst_path.start_class = input port
max_stage_delay_ns = 0.61
crit_start = a[10]
cpLargestDelayFamily = simple AND/OR/NAND/NOR gates
crit_buf_inv = 3
cp_max_fo = 9
cp.required_ns = 15.92
critPathSlowestCell = or4_4
crit_top_cell = nand3_1
crit_type = in2out
cp.arrival_ns = 11.95

[cells_and_area]
regArea_um2 = 0
drive_gt1_share_pct = 6.036
clock_buffers = 0
fin_util_pct = 34.33
area_delta_synth_final_pct = 12.32
flops = 0

[outcome]
status = finished clean

[grt]
grt_pass1_wl_mm = 118.5
grt_max_degree = 35
track_usage_pct = 31.23
grt_overflow = 0
antenna_found_initial = 4
grt_pass1_vias = 17219

[clock_network]
postCtsHoldBufs = 0
cts_resized = 0
cts_setup_buffers = 0

[yosys]
yosysWarningCount = 1
syn-cell-area_um2 = 15430
synth-area-yosys_um2 = 15430
syn_avg_cell_area_um2 = 6.760
ys_types = 114
yosysCellCount = 2282
synth_seq_share_pct = 0
syn_inst = 2282

[run]
maxCapViolCount = 0
warning_count = 113

[place]
dp_slack_ns = 4.056
port_buffers = 105
dp_hpwl_mm = 70.36
gp_congestion = 1.072
==> cells by family after synthesis <==
logic type | Yosys count | synth area share [%]
simple gates | 852 | 29.14
mux | 14 | 0.9408
compound gates | 734 | 32.99
fa+ha+maj | 212 | 17.34
buf+inv | 238 | 6.002
xor+xnor | 232 | 13.58
==> per-layer routing <==
metal,global-route usage (%),up-vias,part of all wire [%]
met5,0,-,0
met1,44.12,8915,44
met2,46.47,1066,42
li1,-,8713,-
met4,11.79,0,4.6
met3,6.498,145,9.4
==> through the flow <==
stage	hold WS [ns]	power, mW	instance area (um^2)	cells
2_1_floorplan	8.239	0.5724	15430	2282
3_3_place_gp	9.241	0.8926	17330	3008
3_5_place_dp	9.250	0.8917	17330	3008
4_1_cts	9.260	0.8979	17330	3008
5_1_grt	9.297	0.9856	17330	3008
6_report	9.260	0.9266	17330	3008
==> cell usage after synthesis, types with 25 or more instances <==
| library cell | number | area, um^2 |
|---|---|---|
| a21oi_1 | 193 | 965.9 |
| nor3_1 | 90 | 450.4 |
| nand3_1 | 68 | 340.3 |
| ha_1 | 209 | 2615 |
| nand4_1 | 68 | 425.4 |
| nor2_1 | 194 | 728.2 |
| nor4_1 | 51 | 319.1 |
| clkbuf_1 | 81 | 304.0 |
| xnor2_1 | 144 | 1261 |
| xor2_1 | 82 | 718.2 |
| nand2_1 | 181 | 679.4 |
| a21o_1 | 57 | 427.9 |
| inv_1 | 131 | 491.7 |
| o211ai_1 | 33 | 247.7 |
| a221oi_1 | 32 | 280.3 |
| nand2b_1 | 25 | 156.4 |
| o21ai_0 | 110 | 550.5 |
==> worst min-delay path, stage by stage <==
cell and delay (ns):
clkdlybuf4s50_1 0.40, buf_4 0.24, nand2_1 0.12, a41oi_1 0.11, clkdlybuf4s50_1 0.40
==> cells in the final DEF, fill, tap and decap left out, drive strengths merged, types with 19 or more instances in the layout <==
cell,netlist,final
nor3,92,92
o21a,19,19
o211ai,35,35
a221oi,33,33
nand2,182,182
o221ai,19,19
nand4,69,69
xnor2,147,147
ha,209,209
xor2,84,84
o2111ai,24,24
a211oi,27,27
inv,131,131
a21oi,199,199
o21ai,124,124
clkdlybuf4s50,0,105
a21o,57,57
a31oi,22,22
and3,21,21
nor4,60,60
nand2b,25,25
buf,24,56
nand3,69,69
nor2,197,197
or3,21,21
==> layout make-up <==
| type | count | area (um^2) |
|---|---|---|
| fill | 5350 | 33150 |
| inverter | 131 | 491.7 |
| multi-input combinational | 2044 | 14520 |
| tap | 672 | 840.8 |
| timing repair buffer | 161 | 1471 |
==> power by group through the flow <==
stage     Clock (mW)  Sequential, mW  Combinational [mW]
4_1_cts            0               0               0.898
5_1_grt            0               0               0.986
6_report           0               0               0.927
==> final timing paths <==
kind	cells past startpoint	to
max	26	nzvc[1]
min	5	result[1]
Power figures rest on the tool's default switching activity, not on a simulated workload.
