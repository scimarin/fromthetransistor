<file path="run.sh">
#!/bin/bash
# OpenROAD 26Q1-2900-gdf79404cd8, Yosys 0.63+post, stock flow scripts
make -C /OpenROAD-flow-scripts/flow DESIGN_CONFIG=/design/flow/config.mk WORK_HOME=/design/flow/orfs finish
</file>
<file path="config.mk">
export PLATFORM = sky130hd
export DESIGN_NAME = rom_128x8_sync
export DESIGN_NICKNAME = rom_128x8_sync
export VERILOG_FILES = /design/flow/design.v
export SDC_FILE = /design/flow/constraint.sdc
export NUM_CORES = 4
export LEC_CHECK = 1
export CORE_AREA = 10 10 70 70
export DIE_AREA = 0 0 80 80
</file>
<file path="constraint.sdc">
current_design rom_128x8_sync

set clk_period 1.6
set clk_io_pct 0.2

create_clock -name clk0 -period $clk_period [get_ports {clk}]

set non_clock_inputs [all_inputs -no_clocks]
set_input_delay [expr $clk_period * $clk_io_pct] -clock clk0 $non_clock_inputs
set_output_delay [expr $clk_period * $clk_io_pct] -clock clk0 [all_outputs]
</file>
<file path="design.v">
module rom_128x8_sync(
    input wire clk,
    input wire [7:0] address,
    output reg [7:0] data_out
);
    parameter LDA_IMM = 8'h10;  
    parameter LDA_DIR = 8'h11;  
    parameter LDB_IMM = 8'h12;  
    parameter LDB_DIR = 8'h13;  
    parameter STA_DIR = 8'h14;  
    parameter STB_DIR = 8'h15;  
    parameter ADD_AB  = 8'h20;  
    parameter SUB_AB  = 8'h21;  
    parameter AND_AB  = 8'h22;  
    parameter OR_AB   = 8'h23;  
    parameter INCA    = 8'h24;  
    parameter INCB    = 8'h25;  
    parameter DECA    = 8'h26;  
    parameter DECB    = 8'h27;  
    parameter BRA     = 8'h30;  
    parameter BNU     = 8'h31;  
    parameter BND     = 8'h32;  
    parameter BZU     = 8'h33;  
    parameter BZD     = 8'h34;  
    parameter BVU     = 8'h35;  
    parameter BVD     = 8'h36;  
    parameter BCU     = 8'h37;  
    parameter BCD     = 8'h38;  
    reg [7:0] ROM [0:127];
    initial begin            
        ROM[0] = LDA_IMM;    
        ROM[1] = 8'h0F;      
        ROM[2] = LDB_IMM;    
        ROM[3] = 8'h0F;      
        ROM[4] = ADD_AB;
        ROM[15] = 8'hFF;
    end
    reg enable;
    always @ (address)
        if (address < 128)  enable = 1'b1;
        else                enable = 1'b0;
    wire [6:0] truncated_address;  
    assign truncated_address = address[6:0];
    always @ (posedge clk)
        if (enable) data_out <= ROM[truncated_address];  
endmodule
</file>
==> run notes <==
Implementation results

Looking at the max-slew report, the worst-margin pin has a slew of between 150 and 200 ps. The final clock period utilization by the worst path is just under 90%. Per the run report, area growth between synthesis and finish was 90.0%. In this run the tool buffered the top-level ports with 13 buffer cells. The largest driver fanout on the critical path is 3.

Per the run summary, max-cap violations total 0. The flow reports that sequential cells draw between 40% and 50% of the design power. The kind of start point of the critical path is a flop. The setup slack at placement is 305 ps. Setup repair after global routing left no endpoint under its margin. The total number of placement rows is 21.

In this run the power density over the cells is approximately 900 nW/um^2. According to the timing report, the critical path is launched from data_out[3]. The synthesis report lists the Yosys warning total as 1.

The overall overflow remaining after global route is 0. The standard cell with the maximum stage delay on the critical path is clkdlybuf4s50_1. The total of fill cells in the finished design is 407.

The area fraction of the largest cell type after synthesis is between 70% and 80%. Sorting the synthesized cells by area gives the leading types as edfxtp_1 (71%), buf_4 (11%), o21bai_1 (7.1%), a21o_1 (3.5%), inv_1 (3.5%). The repair_antennas step left the layout with diodes totalling 0. The count of pins on the block boundary is 17. In the final report, the number of endpoints failing setup comes to 0. The largest register by flop count is data_out. The synthesis area per yosys is around 210 sq um.

The via count of the first global-routing pass is approximately 180. The share of flip-flops with an asynchronous set or reset after synthesis is 0%. Synthesis produced 15 cells.

The leakage power total is 0.142 nW. Cell internal power was estimated by the tool at between 0.2 and 0.3 mW. The tally of unique sky130hd cells used after synthesis is 7.

For this run, the top clock speed supported by timing is 709 MHz. The number of enable-type register cells in the synthesized netlist is 5. The yosys stat cell total is 15. The detailed-route wire length is 547 microns. After detailed routing, the average wire length per cell comes to between 7 and 8 microns. The endpoint of the most critical setup path is data_out[2].

After synthesis the cells add up to between 200 and 250 sq um. The sequential cell area in the final layout is around 150 sq um. The kind of cell with the highest combined delay on the critical path is buffers and inverters. The routed via count divided by cell count is a little over 2.

The total negative slack is 0 ps. Counting along the longest clock path gives a buffer depth of 2. The type of the worst setup path is reg2out. The time the worst path needs with I/O delays and setup is between 1000 and 1500 ps. Per the gpl log, the routability congestion estimate is roughly 0.76. The number of H-tree branching levels is 1. After synthesis, flip-flops and latches occupy between 70% and 80% of the total area.

The final design instance area without fill is roughly 400 sq um. The number of flip-flops in the largest register is 5. The clock tree from TritonCTS is built. In the routed design, unresolved DRC markers number 0.

The library cell used as clock root buffer is clkbuf_4. The floorplan step defined a die boundary enclosing between 6000 and 7000 sq um. Yosys reported a register bit count of 5. The type recorded for the worst min-delay path is in2reg. Counting both buffers and inverters, the worst setup path holds a total of 1. Entering global routing, the biggest net connects 6 pins. The count of cells resized by post-cts repair is 0. In the final report, the number of pins over their slew limit comes to 0. The iteration count recorded for the first detailed-route pass is 1. The largest total area in the synthesized netlist belongs to edfxtp_1. At the worst endpoint, the required time is 1280 ps. The data arrival time reported for the critical path is 1090 ps. The longest incremental delay of any stage on the critical path is reported as approximately 480 ps. Per the repair_timing log after CTS, setup buffers inserted total 0. The net switching power is slightly above 0.06 mW. The die is 80 microns tall. The clock slew seen by the registers of the worst setup and hold paths is 40 ps. Per the synth stats, the flop cell with the highest instance count is edfxtp_1. Setup slack on the critical path of the routed design comes to 189 ps. The report puts the hold buffer count at CTS at 0. The STA report counts the stages on the worst setup path as 1. The wire length of the first global-routing pass is approximately 790 microns.

The registers reported with the highest flop counts are data_out x5. The clock group share of total power is around 39%. The run finished with clean final reports. The clock net sink count is 5. Once the floorplan was initialized, standard cells occupied under 10% of the core. Summed over all routing layers, the global router reports a total usage of under 10%.

The number of clock buffers inserted by TritonCTS is 3. The post-placement cell area is 378 sq um. The final report lists a non-filler cell total of ~75.

In this run the VDD rail shows a maximum IR drop of between 0.2 and 0.3 mV. Traced cell by cell, the critical path runs through clkdlybuf4s50_1. Summing over every cut layer, the via total after detailed routing is 151.

The relative slew slack is roughly nine tenths. Combinational cells account for between 10% and 20% of the total power. Per the final timing report, the hold violations number 0. The post-route utilization of the core is recorded as between 10% and 20%. Leaving out buffers and inverters, the combinational logic in the layout accounts for about 33 sq um. By count the netlist is led by edfxtp_1 (5), buf_4 (3), inv_1 (2), o21bai_1 (2). edfxtp_1 is the most common cell in the netlist. In the final layout, the share of cells above drive strength 1 is about a tenth. The horizontal die dimension reported for this design is roughly 80 microns.

The count of warning messages emitted by the tools is 28. The violation tally from detailed-route iteration zero is 0. The number of cells after detailed placement is 71. Dividing the synthesized area by the synthesized cell count gives about 14 sq um.

The core footprint is ~3400 sq um. The residual antenna-violating net count after detailed routing is 0. The number of antenna violations at the first check in global routing is 0. The net switching fraction of the power is between 10% and 20%. The critical path capture point type is an output pin.
## power by group through the flow
stage	registers, mW	logic, mW	clock network [mW]
final	0.162	0.0523	0.139
after global routing	0.164	0.0582	0.155
after CTS	0.163	0.0538	0.147
## through the flow
| stage | total power, mW | hold WS [ps] |
|---|---|---|
| floorplan | 0.174 | 419 |
| global placement | 0.218 | 977 |
| detailed placement | 0.219 | 985 |
| CTS | 0.364 | 740 |
| global route | 0.377 | 767 |
| finish | 0.354 | 751 |
## cell usage in the layout, fill, tap and decap left out
cell,Yosys,layout
o21bai_1,2,2
a21o_1,1,1
inv_1,2,2
edfxtp_1,5,5
clkbuf_1,0,1
or2_1,1,1
clkdlybuf4s50_1,0,13
clkbuf_4,0,3
nor2_1,1,1
## cells by family after synthesis
| logic type | count (synthesis) | synth area share [%] |
|---|---|---|
| AOI/OAI and AO/OA | 3 | 10.6 |
| buffers and inverters | 5 | 14.1 |
| DFF | 5 | 70.6 |
| and+or+nand+nor | 2 | 4.71 |
## how the worst min path moves through the flow
| stage | cells past startpoint | from | endpoint | slack [ps] |
|---|---|---|---|---|
| CTS | 1 | address[3] | data_out[6] | 740 |
| global route | 1 | address[3] | data_out[6] | 770 |
| finish | 1 | address[3] | data_out[6] | 750 |
## final cells by class
class                   instances  area share (%)
inverters                       2            1.86
flip-flops and latches          5            37.2
clock buffers                   4            6.50
well taps                      46            14.2
repair buffers                 13            32.2
multi-input cells               5            8.05
## per-layer routing
metal  global-route usage (%)  share of wire, %  wire [microns]
met3                     1.48                20             108
met1                     2.50                59             321
met5                        0                 0               0
met2                     1.36                21             117
met4                    0.528                 0               0
Power figures rest on the tool's default switching activity, not on a simulated workload.
