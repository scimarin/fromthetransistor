==> flow/config.mk <==
export PLATFORM = sky130hd
export DESIGN_NAME = ripple
export DESIGN_NICKNAME = ripple
export VERILOG_FILES = /design/flow/design.v
export SDC_FILE = /design/flow/constraint.sdc
export NUM_CORES = 4
export LEC_CHECK = 1
export CORE_AREA = 10 10 70 70
export DIE_AREA = 0 0 80 80
==> flow/constraint.sdc <==
current_design ripple

set clk_period 14.2
set clk_io_pct 0.2

create_clock -name clk0 -period $clk_period

set non_clock_inputs [all_inputs -no_clocks]
set_input_delay [expr $clk_period * $clk_io_pct] -clock clk0 $non_clock_inputs
set_output_delay [expr $clk_period * $clk_io_pct] -clock clk0 [all_outputs]
==> flow/design.v <==
`timescale 1ns/1ps
module full_adder(output wire Sum, Cout, input wire A, B, Cin);
    wire HA1_Sum, HA1_Cout, HA2_Cout;
    half_adder U1 (.Sum(HA1_Sum), .Cout(HA1_Cout), .A(A), .B(B));
    half_adder U2 (.Sum(Sum), .Cout(HA2_Cout), .A(HA1_Sum), .B(Cin));
    or U3 (Cout, HA1_Cout, HA2_Cout);
endmodule
`timescale 1ns/1ps
module half_adder(output Sum, Cout, input wire A, B);
    xor U1 (Sum, A, B);
    and U2 (Cout, A, B);
endmodule
`timescale 1ns/1ps
module ripple
    #(parameter N = 16)  
    (output wire [N:0] Sum,
     input wire [N-1:0] A, B);
    wire [N:0] m_carry;
    wire [N-1:0] m_sum;
    assign m_carry[0] = 1'b0;
    genvar ix;
    generate
        for (ix = 0; ix < N; ix = ix + 1) begin
            full_adder fainst
            (
                .Sum(m_sum[ix]),
                .Cout(m_carry[ix+1]),
                .A(A[ix]),
                .B(B[ix]),
                .Cin(m_carry[ix])
            );
        end
    endgenerate
    assign Sum = {m_carry[N], m_sum};  
endmodule
==> flow/run.sh <==
#!/bin/bash
# OpenROAD 26Q1-2900-gdf79404cd8, Yosys 0.63+post, stock flow scripts
make -C /OpenROAD-flow-scripts/flow DESIGN_CONFIG=/design/flow/config.mk WORK_HOME=/design/flow/orfs finish
==> metrics.cfg <==
[outcome]
status=completed

[route]
vias=376
avgRoutedWirePerCell_um=13.0
drt_pass1_iterations=2
drt_iter0_markers=2
wl_um=1510
avgViaCountPerCell=3.24
n_antenna_cell=0
ant_nets=0
drcViolationCount=0

[yosys]
ys_cells=38
top_cells_by_area=fa_1, buf_4, inv_1
synth_cell_types=4
top_area_cell=fa_1
yosysWarnings=0
syn_inst=38
yosys_area_sq_um=459
synthTopCellsByCount=buf_4, fa_1, inv_1, ha_1
top_cell_area_share_pct=65.4
synth_area_sq_um=459
most_common_cell=buf_4
syn_area_per_cell_sq_um=12.1
ys_seq_share_pct=0

[finish]
nClkBuffers=0
area.growth.synth_to_final_pct=91.6
nFillCells=368
utilization_pct=25.8
drive_above_1_share_pct=0
regArea_sq_um=0
logic_area_sq_um=313
flop-count=0

[sta]
worstMarginPinSlew_ns=0.110
setup_viol=0
fin_crit_sh_pct=89.5
slew_viol_final=0
slew_headroom_pct=92.6
hold_viol=0
rsz0062_at_grt=false
fmax_mhz=78.7
finalSetupTns_ns=0
layout_min_cycle_time_ns=12.71

[placement]
dp_hpwl_um=1490
portBuffers=49
place_congestion=0.868

[die]
fp-row-count=21
die_x_um=80
core-area_sq_um=3420
ios=49
die_height_um=80
dieArea_sq_um=6400
fp_util_pct=13.4

[clock_tree]
hold_buffers=0
cts-resized-gates=0
post-cts-setup-buffer-count=0

[critical_path]
crit_fanout=1
cp_slowest_stage_delay_ns=0.47
slowest_stage=clkdlybuf4s50_1
cp-start-kind=input pin
critical_path_class=in -> out
cp.required_ns=11.36
cp-end-kind=output port
worstPathCellList=clkdlybuf4s50_1, ha_1, fa_1, fa_1, fa_1, fa_1, fa_1, fa_1, fa_1, fa_1, fa_1, fa_1, fa_1, fa_1, fa_1, fa_1, inv_1, fa_1, inv_1, clkdlybuf4s50_1
path_delay_family=adder cells
crit_top_cell=fa_1
cp.arrival_ns=9.87
worst-path-buf-inv=4

[hold_path]
hold_path_class=in -> out

[job]
warnings=32
maxCapViolCount=0

[global_routing]
grt_pass1_wl_um=2210
grt_antenna_before_repair=0
overflow=0
grt_max_degree=2
grt_pass1_vias=458
track_usage_pct=4.43

[pwr]
peakVddDrop_v=0.0000121
power.leakage_nw=0.337
power_density_nw_per_um2=41.2

stage by stage:
step           cell area [sq um]  hold WS [ns]  setup slack, ns  std cells  total power (W)
6_report                     880          6.71             1.49        116        0.0000362
4_1_cts                      880          6.72             1.46        116        0.0000372
5_1_grt                      880          6.74             1.24        116        0.0000409
3_3_place_gp                 880          6.71             1.51        116        0.0000369
3_5_place_dp                 880          6.71             1.47        116        0.0000369
2_1_floorplan                459          5.85             2.46         38        0.0000178
layout make-up:
| type | count | share of cell area, % |
|---|---|---|
| repair buffers | 49 | 55.8 |
| multi-input cells | 16 | 35.6 |
| well taps | 46 | 6.54 |
| inverters | 5 | 2.13 |
per-layer routing:
layer / GRT usage [%] / share of wire, % / up-vias
met4: 0 / 0 / 0
met2: 5.94 / 32 / 52
met1: 4.07 / 32 / 167
met5: 0 / 0 / -
met3: 6.36 / 37 / 0
li1: - / - / 157
path summary, 6_finish.rpt:
check / startpoint / endpoint / slack (ns) / cells after the start
worst max-delay path: A[0] / Sum[15] / 1.49 / 20
worst min-delay path: B[0] / Sum[0] / 6.71 / 3
layout by cell type (no fill, tap or decap):
master	instances
clkdlybuf4s50_1	49
inv_1	5
fa_1	15
ha_1	1
kinds of logic (layout without fill, tap and decap cells):
kind of cell / count (synthesis) / in the layout / synth area share, %
fa+ha+maj: 16 / 16 / 68.1
buf+inv: 22 / 54 / 31.9
report_power, final:
group          internal [W]   total, W  switching [W]
clock network             0          0              0
registers                 0          0              0
logic             0.0000269  0.0000362     0.00000932
total             0.0000269  0.0000362     0.00000932
Power is estimated from default activity; no workload was simulated.
